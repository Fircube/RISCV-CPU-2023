==> design/flow/design.v <==
module rs #(
    parameter RS_SIZE = 16
) (
    input wire clk,      
    input wire rst_in,   
    input wire rdy_in,   
    input wire roll_back,   
    output wire                  rs_full,
    output wire                  rs2cdb_out_en,
    output wire [3:0] rs2cdb_rob_idx_out,
    output wire [   31:0] rs2cdb_val_out,
    input wire                    de_in_en,
    input wire [3:0] de_op_in,
    input wire [     31:0] de_Vj_in,
    input wire                    de_Qj_in_en,
    input wire [  3:0] de_Qj_in,
    input wire [     31:0] de_Vk_in,
    input wire                    de_Qk_in_en,
    input wire [  3:0] de_Qk_in,
    input wire [  3:0] de_rob_idx_in,
    input wire                  lsb_in_en,
    input wire [3:0] lsb_rob_idx_in,
    input wire [   31:0] lsb_val_in
);
  reg                    alu_en;
  reg [     31:0] alu_v1;
  reg [     31:0] alu_v2;
  reg [3:0] alu_op;
  reg [  3:0] alu_rob_idx;
  reg [     31:0] alu_result;
  always @(*) begin
    case (alu_op)
      4'b0000:  alu_result = alu_v1 + alu_v2;
      4'b0001:  alu_result = alu_v1 - alu_v2;
      4'b0010:  alu_result = alu_v1 << alu_v2;
      4'b0011:  alu_result = ($signed(alu_v1) < $signed(alu_v2));
      4'b0100: alu_result = (alu_v1 < alu_v2);
      4'b0101:  alu_result = alu_v1 ^ alu_v2;
      4'b0110:  alu_result = alu_v1 >> alu_v2;
      4'b0111:  alu_result = $signed(alu_v1) >> alu_v2;
      4'b1000:   alu_result = alu_v1 | alu_v2;
      4'b1001:  alu_result = alu_v1 & alu_v2;
      4'b1010:  alu_result = (alu_v1 == alu_v2);
      4'b1011:  alu_result = (alu_v1 != alu_v2);
      4'b1100:  alu_result = ($signed(alu_v1) < $signed(alu_v2));
      4'b1101:  alu_result = ($signed(alu_v1) >= $signed(alu_v2));
      4'b1110: alu_result = (alu_v1 < alu_v2);
      4'b1111: alu_result = (alu_v1 >= alu_v2);
    endcase
  end
  reg busy[RS_SIZE-1:0];
  reg [3:0] op[RS_SIZE-1:0];
  reg [31:0] Vj[RS_SIZE-1:0];
  reg [3:0] Qj[RS_SIZE-1:0];
  reg [31:0] Vk[RS_SIZE-1:0];
  reg [3:0] Qk[RS_SIZE-1:0];
  reg [3:0] rob_idx[RS_SIZE-1:0];
  reg [RS_SIZE-1:0] Qj_en;
  reg [RS_SIZE-1:0] Qk_en;
  wire [RS_SIZE-1:0] ready = ~Qj_en & ~Qk_en;
  wire work_nxt = (ready != 0);
  reg [3:0] busy_num;
  wire [3:0] busy_num_nxt = busy_num + (de_in_en ? 1'b1 : 1'b0) - (work_nxt ? 1'b1 : 1'b0);
  assign rs_full = (busy_num > 13);
  wire [3:0] ready_rob_idx=rob_idx[nxt_alu_idx];
  reg full;
  reg [4:0] nxt_free_idx;
  reg [4:0] nxt_alu_idx;
  wire [31:0] d_alu_v1 = Vj[nxt_alu_idx];
  wire [31:0] d_alu_v2 = Vk[nxt_alu_idx];
  wire [3:0] d_alu_op = op[nxt_alu_idx];
  wire [3:0] d_alu_rob_idx = rob_idx[nxt_alu_idx];
  wire lsb_j_updated = lsb_in_en && (de_Qj_in == lsb_rob_idx_in);
  wire lsb_k_updated = lsb_in_en && (de_Qk_in == lsb_rob_idx_in);
  wire alu_j_updated = alu_en && (de_Qj_in == alu_rob_idx);
  wire alu_k_updated = alu_en && (de_Qk_in == alu_rob_idx);
  wire cdb_j_updated = q_rs2cdb_out_en && (de_Qj_in == q_rs2cdb_rob_idx_out);
  wire cdb_k_updated = q_rs2cdb_out_en && (de_Qk_in == q_rs2cdb_rob_idx_out);
  wire de_Qj_en_updated = de_Qj_in_en && !lsb_j_updated && !alu_j_updated && !cdb_j_updated;
  wire de_Qk_en_updated = de_Qk_in_en && !lsb_k_updated && !alu_k_updated && !cdb_k_updated;
  wire [31:0]de_Vj_updated = de_Qj_in_en ? lsb_j_updated ? lsb_val_in : alu_j_updated ? alu_result : cdb_j_updated ? rs2cdb_val_out : 32'b0 : de_Vj_in;
  wire [31:0]de_Vk_updated = de_Qk_in_en ? lsb_k_updated ? lsb_val_in : alu_k_updated ? alu_result : cdb_k_updated ? rs2cdb_val_out : 32'b0 : de_Vk_in;
  reg q_rs2cdb_out_en;
  reg [3:0] q_rs2cdb_rob_idx_out;
  reg [31:0] q_rs2cdb_val_out;
  integer j;
  always @(*) begin
    nxt_free_idx = 5'b10000;
    nxt_alu_idx = 5'b10000;
    full = 1;
    for (j = 0; j < 16; j = j + 1) begin
      if (!busy[j]) begin
        if (!de_in_en || nxt_free_idx != 5'b10000) full = 0;
        nxt_free_idx = j;
      end
      if (busy[j] && ready[j]) begin
        nxt_alu_idx = j;
      end
    end
  end
  integer i;
  always @(posedge clk) begin
    if (rst_in || roll_back) begin
      busy_num <= 0;
      Qj_en <= {RS_SIZE{1'b1}};
      Qk_en <= {RS_SIZE{1'b1}};
      alu_en <= 0;
      alu_v1 <= 0;
      alu_v2 <= 0;
      alu_op <= 0;
      alu_rob_idx <= 0;
      q_rs2cdb_out_en <= 0;
      q_rs2cdb_rob_idx_out <= {4{1'b0}};
      q_rs2cdb_val_out <= 32'b0;
      for (i = 0; i < RS_SIZE; i = i + 1) begin
        busy[i] <= 0;
        rob_idx[i] <= 0;
        op[i] <= 0;
        Vj[i] <= 0;
        Qj[i] <= 0;
        Vk[i] <= 0;
        Qk[i] <= 0;
      end
    end else
    if (!rdy_in) begin
    end else begin
      busy_num <= busy_num_nxt;
      if (de_in_en) begin
        busy[nxt_free_idx] <= 1'b1;
        op[nxt_free_idx] <= de_op_in;
        Vj[nxt_free_idx] <= de_Vj_updated;
        Qj_en[nxt_free_idx] <= de_Qj_en_updated;
        Qj[nxt_free_idx] <= de_Qj_in;
        Vk[nxt_free_idx] <= de_Vk_updated;
        Qk_en[nxt_free_idx] <= de_Qk_en_updated;
        Qk[nxt_free_idx] <= de_Qk_in;
        rob_idx[nxt_free_idx] <= de_rob_idx_in;
      end
      for (i = 0; i < RS_SIZE; i = i + 1) begin
        if (alu_en && busy[i] && Qj_en[i] && (Qj[i] == alu_rob_idx)) begin
          Qj_en[i] <= 0;
          Vj[i] <= alu_result;
        end
        if (alu_en && busy[i] && Qk_en[i] && (Qk[i] == alu_rob_idx)) begin
          Qk_en[i] <= 0;
          Vk[i] <= alu_result;
        end
        if (lsb_in_en && busy[i] && Qj_en[i] && (Qj[i] == lsb_rob_idx_in)) begin
          Qj_en[i] <= 0;
          Vj[i] <= lsb_val_in;
        end
        if (lsb_in_en && busy[i] && Qk_en[i] && (Qk[i] == lsb_rob_idx_in)) begin
          Qk_en[i] <= 0;
          Vk[i] <= lsb_val_in;
        end
      end
      if (work_nxt) begin
        busy[nxt_alu_idx] <= 0;
        Qj_en[nxt_alu_idx] <= 1;
        Qk_en[nxt_alu_idx] <= 1;
        alu_en <= 1;
      end else begin
        alu_en <= 0;
      end
      alu_v1               <= d_alu_v1;
      alu_v2               <= d_alu_v2;
      alu_op               <= d_alu_op;
      alu_rob_idx          <= d_alu_rob_idx;
      q_rs2cdb_out_en      <= alu_en;
      q_rs2cdb_rob_idx_out <= alu_en ? alu_rob_idx : {16{1'b0}};
      q_rs2cdb_val_out     <= alu_en ? alu_result : 32'b0;
    end
  end
  assign rs2cdb_out_en      = q_rs2cdb_out_en;
  assign rs2cdb_rob_idx_out = q_rs2cdb_rob_idx_out;
  assign rs2cdb_val_out     = q_rs2cdb_val_out;
endmodule
==> design/flow/run.sh <==
#!/bin/bash
# OpenROAD 26Q1-2900-gdf79404cd8, Yosys 0.63+post, stock flow scripts
make -C /OpenROAD-flow-scripts/flow DESIGN_CONFIG=/design/flow/config.mk WORK_HOME=/design/flow/orfs finish
==> design/flow/config.mk <==
export PLATFORM = sky130hd
export DESIGN_NAME = rs
export DESIGN_NICKNAME = rs
export VERILOG_FILES = /design/flow/design.v
export SDC_FILE = /design/flow/constraint.sdc
export NUM_CORES = 4
export LEC_CHECK = 1
export CORE_UTILIZATION = 50
==> design/flow/constraint.sdc <==
current_design rs

set clk_period 15.0
set clk_io_pct 0.2

create_clock -name clk0 -period $clk_period [get_ports {clk}]

set non_clock_inputs [all_inputs -no_clocks]
set_input_delay [expr $clk_period * $clk_io_pct] -clock clk0 $non_clock_inputs
set_output_delay [expr $clk_period * $clk_io_pct] -clock clk0 [all_outputs]
==> notes.md <==
Here are the numbers from the latest Yosys + OpenROAD run.

The number of post-CTS setup repair buffers came out at 0. The run finished with clean final reports. The via count of the first global-routing pass came out at about 90k. The maximum level of the CTS H-tree came out at 4. The routed wirelength normalized by instance count came out at approximately 47 µm. For the worst setup path, the data required time is approximately 15 ns.

For reference, the critical path cell chain is o21ai_0 > a21boi_0 > o211ai_1 > a21bo_2 > and2_1 > ha_1 > nand2_1 > a211oi_1 > a2111o_1 > nor3_4 > and3_2 > buf_4 > nor2_1 > nand2_2 > buf_4. The synthesized instance count is ~9.5k. The maximum single-stage delay on the critical path is approximately 0.90 ns. The internal power consumption came out at between 7 and 8 mW. The maximum buffer depth of the clock tree is 3. The worst setup path is launched from a register. According to the CTS report, the clock sink count is around 1.4k. The commonest register cell after synthesis is edfxtp_1. The pre-antenna-repair detailed-routing pass consisted of 13 iterations. The fraction of power spent switching nets is a little under a third. Summing over the stages, the warning tally comes to roughly 100. The power density over the cells is approximately 100 mW/mm². Counting the buffers created by CTS gives roughly 160.

The worst reg-to-reg path cell count is 15. The number of library cell types mapped by synthesis is around 120. STA classifies the critical path endpoint as a register. For this run, the chip area from Yosys synthesis comes to between 0.09 and 0.1 mm². The first global-routing pass estimated ~770 mm of wire. Per the synthesis report, the single largest cell type by area occupies between 40% and 50% of cell area.

The post-synth count of flops with an enable pin is ~1.3k. The routed layout reports a DRC error count of 0. The max-slew check reports its worst relative slack as under 10%. The maximum clock rate came out at around 120 MHz. The area of the chip is approximately 0.19 mm². The maximum fanout along the worst path came out at 37. STA on the placed design reports a worst setup slack of 6.50 ns. The final setup violation count is 0. The path class of the tightest hold or removal check is register to register. Per the OpenROAD floorplan log, the area of the core is 0.185 mm².

Across the VDD grid, the largest voltage drop is 0.101 mV. The script extracted a total leakage power of around 39 nW. In this run the horizontal extent of the chip is around 430 µm.

The slew at the pin with the worst max-slew slack is between 1 and 1.5 ns. The number of violations reported at the end of detailed-routing iteration 0 came out at around 14k. The layout filler cell count came out at roughly 15k. The fraction of power consumed by the clock network came out at approximately two fifths. The wire length recorded after detailed routing is 572 mm. Of the total power, registers draw between 40% and 50%.

The number of rows in the core area came out at 158. The aggregate negative setup slack is 0 ns. In the Yosys report, the sequential cells make up between 40 and 50% of the chip area. The hold buffer count at cts is 0.

The arrival time at the worst endpoint is roughly 9 ns. The detailed placer's ending HPWL came out at 385 mm. Looking at area per cell type in the netlist, the leader is edfxtp_1. Per the run report, area growth between synthesis and finish was 12.7%. By instance count, the cell type seen most on the critical path is buf_4. The setup skew after layout came out at 0.0538 ns. The total overflow reported by the global router is 0. The pin count of the biggest net entering global routing came out at ~81. The count of warnings emitted by yosys came out at 1. The worst setup path is of the register to register kind. The clock edge transition at the registers on the reported setup and hold paths is roughly 0.060 ns. The net switching power came out at 3.27 mW.

Yosys reported that registers with async set or reset make up 0%. The critical path's slowest stage uses the library cell a21boi_0. The via total after detailed routing came out at about 96k. The cell sitting at the root of the clock tree is a clkbuf_16. The cell count in the Yosys report is 9468. The combinational group share of total power came out at about 17%. Per the OpenROAD floorplan log, the height of the die is about 430 µm.

The hold-critical path depth is 2. The number of nets with antenna violations after detailed routing is 0. The total routing resource utilization after global routing is between 60 and 70%. The clock latency on the worst-skew pair came out at 0.90 ns. TritonCTS built the clock tree.

The ratio of cells with drive above 1 in the final layout came out at ~15%. The count of state elements after synthesis came out at around 1.4k. The run reported a max-capacitance violation count of 0. The routability congestion estimate from global placement is 1.17. For the finished layout, the period the worst path requires is between 8 and 9 ns. Setup repair after global routing left no endpoint under its margin. Before any placement, the netlist area is recorded as 0.0931 mm². The routed design shows a via density per instance of roughly 8.0. The count of input and output buffers is between 150 and 200. The number of top-level pins is 162. The completed layout was analyzed and its total power is between 10 and 15 mW. The main area contributors are edfxtp_1, mux2i_1, a21oi_1, mux4_2, dfxtp_1. The initial antenna violation count came out at 53.

The hold violation total from the final report is 0. The number of gates resized after CTS was 0. The post-layout period usage of the worst path is between 50 and 60%.

In this run the mean area of a mapped cell was roughly 9.8 µm². The smallest setup slack after layout is about 6.7 ns. The final number of max-transition violations came out at 0. At the floorplan stage, the core utilization is reported as about half.
[cells in the mapped netlist, drive strengths merged, types with 54 or more instances]
cell and n:
a31oi 72, and2 299, and3 63, nand3 166
o211ai 69, nand4 88, a21oi 857, mux2i 540
o22ai 518, a221oi 157, dfxtp 162, nand2 736
nor4 92, edfxtp 1280, mux4 162, nor3 136
o221ai 244, xnor2 121, ha 110, xor2 183
buf 302, clkbuf 796, inv 144, o21ai 683
a2111oi 54, a22oi 194, nor2 534
[cell usage in the layout (no fill, tap or decap), types with 152 or more instances in the layout]
master / synthesis / routed
edfxtp_1: 1280 / 1280
a21oi_1: 853 / 848
nand2_1: 736 / 706
buf_4: 45 / 664
o21ai_0: 646 / 635
mux2i_1: 540 / 540
nor2_1: 533 / 516
o22ai_1: 517 / 516
and2_1: 295 / 295
o221ai_1: 244 / 244
a22oi_1: 194 / 194
xor2_1: 183 / 183
clkbuf_16: 0 / 164
mux4_2: 160 / 160
dfxtp_1: 162 / 152
[kinds of logic (layout without fill, tap and decap cells)]
group           count (synthesis)  after routing  synth area share [%]
compound gates               3328           3328                  23.3
simple gates                 2307           2307                  12.0
flops                        1442           1442                  44.8
buf+inv                      1247           1275                  5.54
mux                           727            727                  10.0
xor+xnor                      304            304                  2.86
fa+ha+maj                     113            113                  1.54
other cells                     0             72                     0
[power by group through the flow]
stage,clock (mW),combinational (mW),sequential (mW)
CTS,4.12,1.61,4.66
finish,4.16,1.78,4.66
global route,4.26,1.74,4.68
[final timing paths]
check	slack (ns)	start	to
hold reg to reg	0.45	q_rs2cdb_val_out[5]	q_rs2cdb_val_out[5]
setup reg to reg	6.72	busy[4]	Vk[11][1]
setup / recovery	6.72	busy[4]	Vk[11][1]
hold / removal	0.45	q_rs2cdb_val_out[5]	q_rs2cdb_val_out[5]
[per-stage QoR]
stage | hold slack [ns] | utilization (%) | cells | cell area, µm²
after floorplan | 0.436 | - | 9468 | 93100
after global placement | 0.436 | 53.6 | 11674 | 99300
after detailed placement | 0.444 | 53.6 | 11674 | 99300
after CTS | 0.459 | 56.5 | 11974 | 105000
after global routing | 0.494 | 56.6 | 12009 | 105000
final | 0.455 | 56.6 | 12048 | 105000
[state kept, by name, indices dropped and copies added (netlist names), 4 cells and up]
| register | count |
|---|---|
| Vj | 512 |
| Vk | 512 |
| Qj | 64 |
| Qk | 64 |
| op | 64 |
| rob_idx | 64 |
| alu_v1 | 32 |
| alu_v2 | 32 |
| q_rs2cdb_val_out | 32 |
| Qj_en | 16 |
| Qk_en | 16 |
| busy | 16 |
| alu_op | 4 |
| alu_rob_idx | 4 |
| busy_num | 4 |
| q_rs2cdb_rob_idx_out | 4 |
[critical path: cells and delay by family, from the launching register on]
family,cells,cell delay (ns)
adders and majority gates,1,0.51
DFF,1,0.74
buffers and inverters,2,1.13
and+or+nand+nor,6,2.70
AOI/OAI and AO/OA,6,2.74
[area by class of cell]
class                   instances  area [µm²]  area share, %
diodes                         72         180          0.172
clock inverters                82         996          0.949
multi-input cells            6779       47400           45.1
well taps                    2480        3100           2.96
inverters                     149         569          0.543
flip-flops and latches       1442       41700           39.7
clock buffers                 218        4440           4.23
repair buffers                826        6580           6.27
[per-layer routing]
| metal | track usage (%) | vias up | wire length [µm] | share of wire (%) |
|---|---|---|---|---|
| met1 | 66.6 | 44947 | 164000 | 29 |
| met3 | 50.5 | 3884 | 110000 | 19 |
| met2 | 79.2 | 10894 | 217000 | 38 |
| met5 | 30.5 | - | 5420 | 0.95 |
| met4 | 60.5 | 138 | 76200 | 13 |
| li1 | - | 36438 | - | - |
No activity file was given, so power comes from the tool's default toggle rates.
