==> /design/flow/design.v <==
module lsb #(
    parameter LSB_SIZE = 16
) (
    input wire clk,      
    input wire rst_in,   
    input wire rdy_in,   
    input wire roll_back,   
    output wire                  lsb_full,              
    output wire                  lsb2cdb_out_en,
    output wire [3:0] lsb2cdb_rob_idx_out,
    output wire [   31:0] lsb2cdb_val_out,
    input  wire               mem_din_en,
    input  wire [31:0] mem_din,
    input  wire               mem_w_done,
    output wire               mem_rw,       
    output wire [        1:0] mem_d_type,
    output wire [31:0] mem_aout,
    output wire [31:0] mem_dout,
    input wire                     de_in_en,
    input wire                     de_rw_in,
    input wire [2:0] de_op_in,
    input wire [      31:0] de_Vj_in,
    input wire                     de_Qj_in_en,
    input wire [   3:0] de_Qj_in,
    input wire [      31:0] de_Vk_in,
    input wire                     de_Qk_in_en,
    input wire [   3:0] de_Qk_in,
    input wire [      31:0] de_offset_in,
    input wire [   3:0] de_rob_idx_in,
    input wire                  rs_in_en,
    input wire [3:0] rs_rob_idx_in,
    input wire [   31:0] rs_val_in,
    input wire rob_committed_en,
    input wire [3:0] rob_committed_idx
);
  localparam IDLE = 0, WAIT_MC = 1;
  reg status;
  reg [2:0] q_op;
  reg [3:0] rob_idx[LSB_SIZE-1:0];
  reg busy[LSB_SIZE-1:0];
  reg ls[LSB_SIZE-1:0];   
  reg [2:0] op[LSB_SIZE-1:0];
  reg [3:0] Qj[LSB_SIZE-1:0];
  reg [31:0] Vj[LSB_SIZE-1:0];
  reg [3:0] Qk[LSB_SIZE-1:0];
  reg [31:0] Vk[LSB_SIZE-1:0];
  reg [31:0] offset[LSB_SIZE-1:0];
  reg commit[LSB_SIZE-1:0];
  reg [LSB_SIZE-1:0] Qj_en;
  reg [LSB_SIZE-1:0] Qk_en;
  wire [LSB_SIZE-1:0] ready = ~Qj_en & ~Qk_en;
  reg [3:0] front;
  reg [3:0] rear;
  wire empty = (front == rear);
  wire head_ready = busy[front] && ready[front] && (commit[front] || (!ls[front] && !is_io));
  assign lsb_full = (front == rear + 1'd1) || (front == rear + 2'd2) || (front == rear + 2'd3);
  wire [3:0] head_rob_idx = rob_idx[front];
  wire [2:0] head_op = op[front];
  wire [31:0] head_addr = Vj[front] + offset[front];
  wire [31:0] head_data = Vk[front];
  wire is_io = (head_addr[17:16] == 2'b11);
  wire mem_j_updated = mem_din_en && (de_Qj_in == lsb2cdb_rob_idx);
  wire mem_k_updated = mem_din_en && (de_Qk_in == lsb2cdb_rob_idx);
  wire rs_j_updated = rs_in_en && (de_Qj_in == rs_rob_idx_in);
  wire rs_k_updated = rs_in_en && (de_Qk_in == rs_rob_idx_in);
  wire Qj_en_updated = de_Qj_in_en && !mem_j_updated && !rs_j_updated;
  wire Qk_en_updated = de_Qk_in_en && !mem_k_updated && !rs_k_updated;
  wire [31:0] Vj_updated =  de_Qj_in_en ? mem_j_updated ? mem_din : rs_j_updated ? rs_val_in : 32'b0 : de_Vj_in;
  wire [31:0] Vk_updated =  de_Qk_in_en ? mem_k_updated ? mem_din : rs_k_updated ? rs_val_in : 32'b0 : de_Vk_in;
  reg q_mem_rw;
  reg [1:0] q_mem_d_type;
  reg [31:0] q_mem_aout;
  reg [31:0] q_mem_dout;
  reg [3:0] lsb2cdb_rob_idx;
  reg [3:0] lsb2cdb_rob_idx_nxt;
  integer i;
  always @(posedge clk) begin
    if (rst_in) begin
      status <= IDLE;
      lsb2cdb_rob_idx <= 0;
      lsb2cdb_rob_idx_nxt <= 0;
      q_op <= 0;
      q_mem_rw <= 0;
      q_mem_d_type <= 0;
      q_mem_aout <= 0;
      q_mem_dout <= 0;
      front <= 0;
      rear <= 0;
      for (i = 0; i < LSB_SIZE; i = i + 1) begin
        rob_idx[i] <= 0;
        busy[i]    <= 0;
        ls[i]      <= 0;
        op[i]      <= 0;
        Qj_en[i]   <= 1;
        Qj[i]      <= 0;
        Vj[i]      <= 0;
        Qk_en[i]   <= 1;
        Qk[i]      <= 0;
        Vk[i]      <= 0;
        offset[i]  <= 0;
        commit[i]  <= 0;
      end
    end else if (!rdy_in) begin
    end else if (roll_back) begin
      for (i = 0; i < LSB_SIZE; i = i + 1) begin
        if (!commit[i]) begin
          busy[i] <= 0;
          if (i == front && !empty) begin
            front <= front + 1;
          end
        end
      end
      if (status == WAIT_MC && (!q_mem_rw || mem_w_done)) begin
        status <= IDLE;
      end
      q_mem_d_type <= 0;
    end else begin
      if (rob_committed_en) begin
        for (i = 0; i < LSB_SIZE; i = i + 1) begin
          if (busy[i] && rob_idx[i] == rob_committed_idx) begin
            commit[i] <= 1;
          end
        end
      end
      if (mem_din_en) begin
        for (i = 0; i < LSB_SIZE; i = i + 1) begin
          if (busy[i]) begin
            if (Qj_en[i] && lsb2cdb_rob_idx == Qj[i]) begin
              Qj_en[i] <= 0;
              Vj[i] <= mem_din;
            end
            if (Qk_en[i] && lsb2cdb_rob_idx == Qk[i]) begin
              Qk_en[i] <= 0;
              Vk[i] <= mem_din;
            end
          end
        end
      end
      if (rs_in_en) begin
        for (i = 0; i < LSB_SIZE; i = i + 1) begin
          if (busy[i]) begin
            if (Qj_en[i] && rs_rob_idx_in == Qj[i]) begin
              Qj_en[i] <= 0;
              Vj[i] <= rs_val_in;
            end
            if (Qk_en[i] && rs_rob_idx_in == Qk[i]) begin
              Qk_en[i] <= 0;
              Vk[i] <= rs_val_in;
            end
          end
        end
      end
      if (de_in_en) begin
        rob_idx[rear] <= de_rob_idx_in;
        busy[rear]    <= 1;
        ls[rear]      <= de_rw_in;
        op[rear]      <= de_op_in;
        Qj_en[rear]   <= Qj_en_updated;
        Qj[rear]      <= de_Qj_in;
        Vj[rear]      <= Vj_updated;
        Qk_en[rear]   <= Qk_en_updated;
        Qk[rear]      <= de_Qk_in;
        Vk[rear]      <= Vk_updated;
        offset[rear]  <= de_offset_in;
        commit[rear]  <= 0;
        rear          <= rear + 1;
      end
      lsb2cdb_rob_idx <= lsb2cdb_rob_idx_nxt;
      if (!empty && head_ready && (status == IDLE || mem_din_en || mem_w_done)) begin
        status <= WAIT_MC;
        lsb2cdb_rob_idx_nxt <= rob_idx[front];
        q_mem_rw <= ls[front];
        case (op[front])
          3'b000:  q_mem_d_type <= 2'b01;
          3'b001:  q_mem_d_type <= 2'b10;
          3'b010:  q_mem_d_type <= 2'b11;
          3'b011: q_mem_d_type <= 2'b01;
          3'b100: q_mem_d_type <= 2'b10;
        endcase
        q_mem_aout <= head_addr;
        q_mem_dout <= Vk[front];
        q_op <= op[front];
        commit[front] <= 1'b0;
        front <= front + 1;
      end else begin
        q_mem_d_type <= 2'b00;
        if (mem_din_en || mem_w_done) begin
          status <= IDLE;
        end
        if (!empty && !busy[front]) begin
          commit[front] <= 1'b0;
          front <= front + 1;
        end
      end
    end
  end
  assign mem_rw = q_mem_rw;
  assign mem_d_type = q_mem_d_type;
  assign mem_aout = q_mem_aout;
  assign mem_dout = q_mem_dout;
  assign lsb2cdb_out_en = mem_din_en;
  assign lsb2cdb_rob_idx_out = lsb2cdb_rob_idx;
  assign lsb2cdb_val_out = (q_op == 3'b000) ? {{24{mem_din[7]}},  mem_din[7:0]} : (q_op == 3'b001) ? {{16{mem_din[15]}}, mem_din[15:0]} : mem_din;
endmodule
==> /design/flow/run.sh <==
#!/bin/bash
# OpenROAD 26Q1-2900-gdf79404cd8, Yosys 0.63+post, stock flow scripts
make -C /OpenROAD-flow-scripts/flow DESIGN_CONFIG=/design/flow/config.mk WORK_HOME=/design/flow/orfs finish
==> /design/flow/config.mk <==
export PLATFORM = sky130hd
export DESIGN_NAME = lsb
export DESIGN_NICKNAME = lsb
export VERILOG_FILES = /design/flow/design.v
export SDC_FILE = /design/flow/constraint.sdc
export NUM_CORES = 4
export LEC_CHECK = 1
export CORE_UTILIZATION = 50
==> /design/flow/constraint.sdc <==
current_design lsb

set clk_period 26.1
set clk_io_pct 0.2

create_clock -name clk0 -period $clk_period [get_ports {clk}]

set non_clock_inputs [all_inputs -no_clocks]
set_input_delay [expr $clk_period * $clk_io_pct] -clock clk0 $non_clock_inputs
set_output_delay [expr $clk_period * $clk_io_pct] -clock clk0 [all_outputs]
==> reports/summary.rpt <==
==========================================================================================
Run status                                                                    complete, no violations
Number of enable-type register cells in the synthesized netlist                       1792
Slew headroom                                                                        0.210
Yosys Instances                                                                       8098
Smallest hold slack                                                               0.442 ns
Iter 0 DRT Violations                                                                 6843
TritonCTS Buffers                                                                      213
Clock latency reported for the late side of the worst-skew pair                    0.91 ns
CTS sink count                                                                        1947
MUX share of area                                                                    0.205
Vertical die dimension                                                              462 um
Share of the synthesized area in the top cell type                                   0.509
Cell type with the highest occurrence count on the critical path              sky130_fd_sc_hd__buf_4
Comb pwr share                                                                       0.124
Flip-flop cell with the highest count after synthesis                         sky130_fd_sc_hd__edfxtp_1
Overall Global Routing Usage                                                         0.432
Avg Cell Area, Syn                                                               13.1 um^2
Top comb family, area                                                         multiplexers
Chip Area, Yosys                                                                0.106 mm^2
Slew of the pin with the lowest slew margin                                        1.18 ns
Number of antenna violations at the first check in global routing                       14
Core region area                                                                0.210 mm^2
Max-cap viol count                                                                       0
Arrival @ worst endpoint                                                           7.50 ns
Sum of negative setup slack                                                           0 ns
Fraction of power consumed by the clock network                                      0.401
Post-synthesis adder-cell area fraction                                            0.00528
H-tree lvl count                                                                         4
Worst setup path category                                                        in -> out
Synth async-reset ratio                                                                  0
HPWL after detailed placement                                                    250000 um
Critical path cell sequence                                                   buf_2 > buf_4 > mux2i_1 > or3_1 > buf_4 > nand2_1 > clkdlybuf4s50_1
Maximum number of pins on one net before global-route repair                            93
Initial core utilization                                                             0.504
Largest cells by area after synthesis                                         sky130_fd_sc_hd__edfxtp_1 51%, sky130_fd_sc_hd__mux4_2 11%, sky130_fd_sc_hd__mux2i_1 9.2%
Total die area                                                                  0.213 mm^2
Number of buffers inserted by hold repair at cts                                         0
Root Driver                                                                   sky130_fd_sc_hd__clkbuf_16
Worst Setup End Kind                                                           output port
Fillcell total                                                                       16500
Number of buffers and inverters on the critical path                                     4
Upper clock frequency limit                                                       78.6 MHz
Final count of hold timing violations                                                    0
Yosys reg bits                                                                        1947
Global-route wire length before repair                                           585000 um
Lkg Pwr                                                                            46.2 nW
Worst clock skew                                                                 0.0376 ns
Post-synthesis share of cell area spent on and-or and or-and gates                  0.0971
Layout overhead on the synthesized area                                              12.3%
Flop pwr share                                                                       0.475
Ratio of routed vias to standard cells                                                6.96
Fraction of final layout cells with drive strength greater than 1                    0.174
Pre-Repair DR Iteration Count                                                            9
Unrepaired setup endpoints after global routing                                      false
Quantity of I/O buffers inserted on ports                                              299
Largest area contributor in the synthesized netlist                           sky130_fd_sc_hd__edfxtp_1
Type of element launching the critical path                                     input port
Sequential cell area fraction in the yosys report                                    0.539
Cycle use final                                                                      0.487
Average wire per standard cell                                                     38.2 um
Worst Path Required                                                               20.88 ns
Simple share                                                                        0.0800
Total wire length                                                                420000 um
Number of instances in the synthesized netlist                                        8098
Setup Viol. Count Final                                                                  0
Aggregate global routing overflow                                                        0
DRT antenna net count                                                                    0
Fraction of power spent switching nets                                               0.257
Number of setup buffers added after CTS                                                  0
Final weighted congestion of routability-driven global placement                      1.02
Pwr/cell area                                                                 63.5 mW/mm^2
Internal power                                                                     5.60 mW
Number of logged tool warnings                                                          35
Clock edge transition at the registers on the reported setup and hold paths        0.06 ns
Synth top cells by count                                                      1792 x sky130_fd_sc_hd__edfxtp_1, 973 x sky130_fd_sc_hd__mux2i_1, 834 x sky130_fd_sc_hd__o22ai_1
Cell at the slowest stage of the critical path                                sky130_fd_sc_hd__clkdlybuf4s50_1
Post-CTS sizing                                                                          0
Shortest period the worst path allows                                             12.72 ns
Sw power                                                                           1.94 mW
Buffers from clock root to sink, at most                                                 3
Detailed-route via count                                                             76400
Top-level port count                                                                   300
TritonCTS clock tree                                                                  done
Synthesized-area fraction occupied by xor and xnor cells                            0.0316
Cell Rows                                                                              168
Vias in the first global route                                                       78900
Most common cell in the synthesized netlist                                   sky130_fd_sc_hd__edfxtp_1
Class of the tightest hold or removal check                                     reg -> reg
Synth cell types                                                                        78
Kind of cell with the highest combined delay on the critical path             buffers and inverters
Warnings, synthesis                                                                      1
Synth Cell Area                                                                 0.106 mm^2
Total DRC errors in the routed layout                                                    0
Worst Path Max Fanout                                                                   37
Chip Width                                                                          462 um
Peak supply drop                                                                 0.0838 mV
Max-slew violation count                                                                 0
Util after Layout                                                                    0.566
Max stage delay on crit path                                                       0.54 ns
==========================================================================================
[worst register-to-register path, delay by kind of cell, from the launching register on]
family | cells | cell delay [ns]
compound gates | 5 | 1.92
xor+xnor | 1 | 0.69
fa+ha+maj | 1 | 0.31
buf+inv | 3 | 1.79
flops | 1 | 0.71
mux | 2 | 1.23
simple gates | 3 | 1.02
[final cells by class]
class | count | area, um^2 | area share
Tap cell | 2805 | 3510 | 0.0296
Clock inverter | 101 | 997 | 0.00840
Timing Repair Buffer | 723 | 6200 | 0.0522
Clock buffer | 301 | 5920 | 0.0499
Antenna cell | 14 | 35.0 | 0.000295
Sequential cell | 1947 | 56900 | 0.480
Multi-Input combinational cell | 5039 | 44900 | 0.378
Inverter | 46 | 213 | 0.00179
[kinds of logic (layout without fill, tap and decap cells)]
family / count (synthesis) / in the layout
DFF: 1947 / 1947
muxes: 1504 / 1504
and+or+nand+nor: 1536 / 1536
buffers and inverters: 1112 / 1171
xor gates and xnor gates: 380 / 380
AOI/OAI and AO/OA: 1575 / 1575
adders and majority gates: 44 / 44
other: 0 / 14
[stage by stage]
stage	std cells	setup slack, ns	total power [mW]	cell area, um^2
2_1_floorplan	8098	14.65	4.19	106000
3_3_place_gp	10600	13.40	4.54	112000
3_5_place_dp	10600	13.43	4.55	112000
4_1_cts	11000	13.45	7.54	119000
5_1_grt	11000	13.40	7.72	119000
6_report	11000	13.39	7.54	119000
[layer usage]
| metal | vias to the layer above | track usage | wire length, um | part of all wire |
|---|---|---|---|---|
| met5 | - | 0.0425 | 916 | 0.0022 |
| met4 | 32 | 0.211 | 27300 | 0.065 |
| met3 | 1340 | 0.319 | 77200 | 0.18 |
| met2 | 6470 | 0.570 | 179000 | 0.43 |
| met1 | 37300 | 0.539 | 135000 | 0.32 |
| li1 | 31200 | - | - | - |
[flip-flops by register name, indices dropped and copies added (netlist names), 16 cells and up, named ones only]
signal      flops
Vj            512
commit         16
Qk             64
q_mem_aout     32
rob_idx        64
ls             16
Vk            512
busy           16
Qj_en          16
Qj             64
offset        512
Qk_en          16
op             48
q_mem_dout     32
[power by group through the flow]
stage	combinational, mW	clock, mW	sequential (mW)
5_1_grt	0.974	3.16	3.59
4_1_cts	0.913	3.04	3.58
6_report	0.934	3.02	3.58
[placed cells by master, fill, tap and decap left out, drive strengths merged, types with 39 or more instances in the layout]
cell,n
a21oi,155
dfxtp,155
nor4,69
xnor2,154
buf,433
nand4,72
nand3,71
mux4,531
o22ai,834
a22oi,152
nand2,264
nor3,39
xor2,226
edfxtp,1792
clkdlybuf4s50,290
nor2,168
o21ai,156
mux2i,973
ha,43
a221oi,97
clkinv,82
clkbuf,301
inv,44
and2,788
[worst paths after layout]
| path | start | endpoint | slack (ns) | depth (start not counted) |
|---|---|---|---|---|
| setup reg to reg | flip-flop | q_mem_aout[2] | 18.36 | 15 |
| hold reg to reg | lsb2cdb_rob_idx_nxt[2] | lsb2cdb_rob_idx[2] | 0.44 | 2 |
| setup / recovery | mem_din[7] | lsb2cdb_val_out[23] | 13.39 | 7 |
| hold / removal | lsb2cdb_rob_idx_nxt[2] | lsb2cdb_rob_idx[2] | 0.44 | 2 |
Power figures rest on the tool's default switching activity, not on a simulated workload.
