## flow/run.sh

```bash
#!/bin/bash
# OpenROAD 26Q1-2900-gdf79404cd8, Yosys 0.63+post, stock flow scripts
make -C /OpenROAD-flow-scripts/flow DESIGN_CONFIG=/design/flow/config.mk WORK_HOME=/design/flow/orfs finish
```

## flow/constraint.sdc

```tcl
current_design iCache

set clk_period 42.7
set clk_io_pct 0.2

create_clock -name clk0 -period $clk_period [get_ports {clk}]

set non_clock_inputs [all_inputs -no_clocks]
set_input_delay [expr $clk_period * $clk_io_pct] -clock clk0 $non_clock_inputs
set_output_delay [expr $clk_period * $clk_io_pct] -clock clk0 [all_outputs]
```

## flow/design.v

```verilog
module iCache #(
    parameter ICACHE_SIZE = 16,
    parameter ICACHE_BLK_INSTR = 4
) (
    input wire clk,     
    input wire rst_in,  
    input wire                    mem_in_en,
    input wire [            31:4] mem_ain,
    input wire [127:0] mem_din,
    input  wire [ 31:0] if_ain,          
    output wire                if_instr_out_en,
    output wire [31:0] if_instr_out
);
  reg cacheValid[ICACHE_SIZE-1:0];
  reg [23:0] cacheTag[ICACHE_SIZE-1:0];
  reg [127:0] cacheData[ICACHE_SIZE-1:0];
  wire [23:0] pc_tag = if_ain[31:8];
  wire [3:0] pc_idx = if_ain[7:4];
  wire [1:0] pc_offset = if_ain[3:2];
  wire hit = cacheValid[pc_idx] && (cacheTag[pc_idx] == pc_tag);
  wire [23:0] mem_pc_tag = mem_ain[31:8];
  wire [3:0] mem_pc_idx = mem_ain[7:4];
  wire [127:0] cur_block = cacheData[pc_idx];
  wire [31:0] cur_instrs[ICACHE_BLK_INSTR-1:0];
  wire [31:0] cur_instr = cur_instrs[pc_offset];
  genvar _i;
  generate
    for (_i = 0; _i < ICACHE_BLK_INSTR; _i = _i + 1) begin
      assign cur_instrs[_i] = cur_block[_i*32+31:_i*32];
    end
  endgenerate
  assign if_instr_out_en = hit;
  assign if_instr_out = hit ? cur_instr : 32'b0;
  integer i;
  always @(posedge clk) begin
    if (rst_in) begin
      for (i = 0; i < ICACHE_SIZE; i = i + 1) begin
        cacheValid[i] <= 0;
        cacheTag[i]   <= 0;
        cacheData[i]  <= 0;
      end
    end else if (mem_in_en) begin
      cacheValid[mem_pc_idx] <= 1'b1;
      cacheTag[mem_pc_idx]   <= mem_pc_tag;
      cacheData[mem_pc_idx]  <= mem_din;
    end
  end
endmodule
```

## flow/config.mk

```make
export PLATFORM = sky130hd
export DESIGN_NAME = iCache
export DESIGN_NICKNAME = iCache
export VERILOG_FILES = /design/flow/design.v
export SDC_FILE = /design/flow/constraint.sdc
export NUM_CORES = 4
export LEC_CHECK = 1
export CORE_UTILIZATION = 50
```

==> run notes <==
run results: Initial Util 50.3%, Post-synth EDFFs 2432, Final Power 5.50 mW, gr usage total 35.4%, P&R area growth vs syn 12.6%, crit path max fanout 43, initial DRC count 4003, GRT overflow 0, Clock Skew 0 ns, CTS tree yes, Syn Inst Count 6963, Clock Pin Slew Worst Setup and Hold Paths 0.06 ns, via count 62.2k, static leakage 43.2 nW, post-synth top area cell edfxtp_1, Seq share, synth 66.3%, hpwl dp 196000 µm, DRC 0, WL final 349000 µm, die height 473 µm, RR Startpoint cacheValid[0], FF/Latch Area 73400 µm², reg2reg end cacheValid[0], CP dominant cell by count buf_4, critical path data arrival time 14.61 ns, GPL Wtd Cong 0.873, CP Depth 13, # Cells Yosys 6963, R2R cell count 2, dominant synthesized flop cell edfxtp_1, Yosys chip area 111000 µm², Antenna Violating Nets Remaining 0, site row count 172, RSZ-0062 raised after global routing no, PD cells 44.1 nW/µm², CP required 34.16 ns, Worst setup EP type output port, r2r setup slk 41.95 ns, Maximum Capacitance Violations 0, count of final hold-check violations 0, cts hold-fix bufs 0, final setup TNS 0 ns, drt first pass iters 5, yosys warns 1, Cell Area, Synth 111000 µm², first-pass GRT wire length 494000 µm, CP max-delay cell a32oi_1, clock sink count 2448, DR WL/cell 34.0 µm, fin crit share 54.2%, status complete, no violations, vias in the first global route 66.5k, Synth flops 2448, Max-area cell share 66.0%, CP endpoint if_instr_out[7], Peak VDD IR 0.0365 mV, initial antenna violation count 55, Log Warnings 29, port bufs 221, max frequency 0.0432 GHz, critical path class in -> out, largest net degree at the start of global routing 82, max-slew violation count 0, Fill cells 16.5k, Longest Clk Path Bufs 4, Async S/R FF share, synth 0%, Num CTS Buffers 286, Crit path max-delay family buffers and inverters, I/O pin count 224, Worst Setup Start Kind input port, Netlist cell types 57, fin crit period 23.15 ns, post-synthesis area per instance 15.9 µm², die area 223000 µm², layout cells sized above 1 17.8%, H-tree depth 5, # setup viols final 0, crit-path cells buf_8, buf_4, buf_4, buf_4, buf_4, buf_4, mux4_2, a22oi_1, a32oi_1, and3_1, nand4_1, nor4_2, clkdlybuf4s50_1, Slew HR 29.1%, vias per cell 6.07, Setup Buffers After CTS 0, comb. cell area 34900 µm², CTS Root Cell clkbuf_16, clk ins delay skew pair 0.92 ns, core area 220000 µm², post-cts resize count 0, max incr delay on CP 0.91 ns, Die X 473 µm, origin of the worst setup path if_ain[6], top cells by area edfxtp_1 66%, and2_1 13%, mux4_2 12%, Buf/Inv on CP 7, Worst Tran Pin Value 1.06 ns, worst hold path class reg -> reg
==> final cells by class <==
class | instances | share of cell area [%]
Sequential cell | 2448 | 58.8
Timing Repair Buffer | 466 | 3.40
Multi-Input combinational cell | 3844 | 28.0
Antenna cell | 31 | 0.0622
Inverter | 10 | 0.0301
Clock inverter | 105 | 0.502
Clock buffer | 377 | 6.19
Tap cell | 2958 | 2.97
==> cells by family after synthesis <==
| group | share of synthesized area (%) |
|---|---|
| AND/OR/NAND/NOR | 15.3 |
| flip-flops | 66.3 |
| multiplexers | 13.1 |
| buffers and inverters | 2.56 |
| AND-OR/OR-AND | 2.45 |
| XOR/XNOR | 0.269 |
==> power by group <==
group / total [mW] / switching [mW] / internal, mW
registers: 2.81 / 0.0317 / 2.78
logic: 0.457 / 0.292 / 0.165
clock network: 2.24 / 0.938 / 1.30
==> through the flow <==
step / area [µm²] / std cells / setup slack, ns / utilization [%] / hold slack [ns]
global placement: 116000 / 9726 / 19.66 / 52.9 / 0.427
finish: 125000 / 10200 / 19.55 / 56.7 / 0.450
CTS: 125000 / 10200 / 19.67 / 56.6 / 0.452
floorplan: 111000 / 6963 / 22.10 / - / 0.421
detailed placement: 116000 / 9726 / 19.65 / 52.9 / 0.439
global route: 125000 / 10200 / 19.34 / 56.7 / 0.468
==> cells in the mapped netlist (all sizes together) (12+ instances only) <==
master  number
buf        159
clkbuf     502
dfxtp       16
xnor2       18
mux2        35
a221oi      27
nor4        36
and4        12
edfxtp    2432
nor2        40
nand4       31
o21ai       28
and3       168
a32oi       16
mux2i       92
nand3       76
a21o        16
nor2b       15
and2      2287
nand2       57
xor2        16
mux4       587
a22o        33
a22oi      174
==> worst min path at each step <==
| stage | from | end | slack, ns | cells after the start |
|---|---|---|---|---|
| final | cacheValid[13] | cacheValid[13] | 0.45 | 1 |
| after global routing | cacheValid[8] | cacheValid[8] | 0.47 | 1 |
| after CTS | cacheValid[4] | cacheValid[4] | 0.45 | 1 |
==> registers in the layout, indices dropped and copies added (netlist names) <==
register and cells:
cacheData 2048, cacheTag 384, cacheValid 16
==> per-layer routing <==
metal  track usage, %  share of wire, %  vias to the layer above
met5            0.498             0.086                        -
met1             45.7                32                    30700
met3             24.1                16                      679
met2             50.3                47                     4408
met4             12.7               4.5                       35
li1                 -                 -                    26300
==> placed cells by master, fill, tap and decap left out, types with 30 or more instances in the layout <==
| master | n |
|---|---|
| a22oi_1 | 174 |
| and2_1 | 2285 |
| nand4_1 | 30 |
| mux2_2 | 35 |
| edfxtp_1 | 2432 |
| nand3_1 | 76 |
| mux2i_1 | 92 |
| clkbuf_16 | 296 |
| mux4_2 | 587 |
| diode_2 | 31 |
| clkdlybuf4s50_1 | 216 |
| a22o_1 | 33 |
| nand2_1 | 56 |
| clkbuf_1 | 80 |
| and3_1 | 168 |
| clkinv_1 | 68 |
| buf_4 | 232 |
Power and IR drop assume default switching activity.
